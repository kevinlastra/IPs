`run.sh`:
```
#!/bin/bash
# OpenROAD 26Q1-2900-gdf79404cd8, Yosys 0.63+post, stock flow scripts
make -C /OpenROAD-flow-scripts/flow DESIGN_CONFIG=/design/flow/config.mk WORK_HOME=/design/flow/orfs finish
```
`design.v`:
```
package axi5_pkg;
  typedef enum bit[1:0]
  {
    FIXED    = 2'b00,
    INCR     = 2'b01,
    WRAP     = 2'b10,
    RESERVED = 2'b11
  } AXBurst_t;
  typedef enum bit[2:0]
  {
    S1   = 3'b000,
    S2   = 3'b001,
    S4   = 3'b010,
    S8   = 3'b011,
    S16  = 3'b100,
    S32  = 3'b101,
    S64  = 3'b110,
    S128 = 3'b111
  } AXSize_t;
  typedef enum bit[1:0]
  {
    OKAY    = 2'b00,
    EXOOKAY = 2'b01,
    SLVERR  = 2'b10,
    DECERR  = 2'b11
  } XRESP_t;
endpackage
package uart_defs;
  localparam DIVIDER       = 12'h000;
  localparam RXDATA        = 12'h004;
  localparam RXSTATUS      = 12'h008;
  localparam RXIRQMASK     = 12'h00C;
  localparam TXDATA        = 12'h010;
  localparam TXSTATUS      = 12'h014;
  localparam TXIRQMASK     = 12'h018;
  localparam CONTROL       = 12'h01C;
  localparam VERSION       = 12'h020;
  localparam VERSION_MAJOR   = 16'h1;
  localparam VERSION_MINOR   = 8'h0;
  localparam VERSION_PATCHES = 8'h0;
  typedef struct packed {
    logic overflow_error;
    logic fifo_empty;
    logic fifo_full;
  } TXStatus_t;
  typedef struct packed {
    logic framing_error;
    logic parity_error;
    logic overrun_error;
    logic fifo_full;
    logic fifo_empty;
  } RXStatus_t;
  typedef struct packed {
    logic flow_control;
    logic read_back;
    logic [4:0] frame_len;
    logic parity;
    logic dstop;
    logic en_rx;
    logic flush_rx;
    logic en_tx;
    logic flush_tx;
  } Config_t;
  typedef enum bit[2:0] 
  { 
    CSR_RST   = 0,
    CSR_IDLE  = 1,
    CSR_WAW   = 2,
    CSR_WW    = 3,
    CSR_RRESP = 4,
    CSR_BRESP = 5
  } REGState_t;
  typedef enum bit[3:0] {
    IDLE = 0,
    D1 = 1,
    D2 = 2,
    D3 = 3,
    D4 = 4,
    D5 = 5,
    D6 = 6,
    D7 = 7,
    D8 = 8,
    D9 = 9,
    PARITY = 10,
    STOP = 11,
    DSTOP = 12
  } FState_t;
endpackage
package cpu_parameters;
  localparam int xlen = 32;
  localparam int alen = 32;
  localparam int ilen = 5;
  localparam logic [alen-1:0] START_PC = 'h0001_0000;
endpackage
module sram_sp
  #(
    parameter depth = 8,
    parameter width = 8
  )
(
    input logic clk,
    input  logic                     we,
    input  logic                     en,
    input  logic [$clog2(depth)-1:0] addr,
    input  logic [width-1:0]         wdata,
    output logic [width-1:0]         rdata
);
  logic [width-1:0] mem[depth-1:0];
  always_ff @( posedge clk ) begin : ff
    if(en) begin
      if(we) begin
        mem[addr] <= wdata;
      end else begin
        rdata <= mem[addr];
      end
    end
  end
endmodule
```
`constraint.sdc`:
```
current_design sram_sp

set clk_period 2.5
set clk_io_pct 0.2

create_clock -name clk0 -period $clk_period [get_ports {clk}]

set non_clock_inputs [all_inputs -no_clocks]
set_input_delay [expr $clk_period * $clk_io_pct] -clock clk0 $non_clock_inputs
set_output_delay [expr $clk_period * $clk_io_pct] -clock clk0 [all_outputs]
```
`config.mk`:
```
export PLATFORM = sky130hd
export DESIGN_NAME = sram_sp
export DESIGN_NICKNAME = sram_sp
export VERILOG_FILES = /design/flow/design.v
export SDC_FILE = /design/flow/constraint.sdc
export NUM_CORES = 4
export LEC_CHECK = 1
export CORE_UTILIZATION = 40
```
==> ci_impl_report.md <==
### Yosys + OpenROAD results

| Metric | Value |
|---|---|
| Number of filler instances in the final layout | 539 |
| End point of the critical path | rdata[4] |
| TritonCTS buffer count | 9 |
| Part of the Yosys area used for sequential elements | 77.6% |
| Maximum root-to-sink buffer count | 2 |
| Final setup vio count | 0 |
| Launching point of the worst reg2reg path | mem[3][5] |
| Post-CTS setup buffer count | 0 |
| Static leakage | 1.15 nW |
| Total Wirelength | 4660 um |
| Least-Margin Pin Slew | 392 ps |
| Period minus WS final | 1960 ps |
| Final hold vios | 0 |
| Chip area | 7300 um^2 |
| Floorplan Core Area | 6760 um^2 |
| Final-report max-slew violation count | 0 |
| Cell Area, Placed | 3200 um^2 |
| Antenna diode count | 0 |
| Power per cell area | 694 nW/um^2 |
| Pre-CTS WS | 159 ps |
| Worst r2r path cells | 2 |
| Worst supply voltage drop on vdd | 316 uV |
| Post-synthesis cell count from yosys | 124 |
| Number of iterations in the first detailed-routing pass | 4 |
| Combined area of all synthesized cells | 2790 um^2 |
| Number of H-tree levels | 3 |
| Series of cell instances along the critical path | clkdlybuf4s50_1 > buf_12 > mux4_1 > mux2_2 |
| Overall die width | 85.5 um |
| Via count of the first global-routing pass | 1405 |
| Placed wire-length estimate | 3040 um |
| Distinct lib cells used | 19 |
| Seq cells post-synth | 72 |
| Crit Path Category | in2reg |
| Yosys warnings | 1 |
| Normalized max-slew margin | 73.5% |
| Pin count of the biggest net entering global routing | 24 |
| Area used by multi-input combinational logic | 572 um^2 |
| Root buf cell | clkbuf_8 |
| Run status | finished clean |
| Buffers added on ports | 21 |
| Slowest stage cell, crit path | mux4_1 |
| Post-route setup TNS | 0 ps |
| Proportion of layout cells with a drive suffix above 1 | 25.1% |
| Fraction of registers with async set/reset | 0% |
| Number of primary I/O pins | 22 |
| Clock sinks | 72 |
| Chip area in the Yosys report | 2790 um^2 |
| Worst Clk Skew | 7.70 ps |
| Tool warnings | 25 |
| Unrepaired setup endpoints after global routing | false |
| Kind of launch point of the worst setup path | primary input |
| Post-Syn Area per Cell | 22.5 um^2 |
| Post-detailed-route wirelength per cell | 18.6 um |
| Largest fanout on the critical path | 23 |
| Leading register cell type out of synthesis | edfxtp_1 |
| Hold_buf cts | 0 |
| Achievable frequency | 0.509 GHz |
| Reg-to-Reg End | rdata[5] |
| Global placer's final weighted congestion | 0.755 |
| Iteration-0 DRC count of the detailed router | 92 |
| TritonCTS clock tree | done |
| First-pass GRT wire length | 7420 um |
| Clock latency (worst-skew pair) | 350 ps |
| Die y size | 85.5 um |
| WP data arrival | 2060 ps |
| Post-route fraction of the period consumed by the critical path | 78.6% |
| Source of the critical timing path | addr[0] |
| Hold Path Class | reg2reg |
| Reg-to-reg setup timing slack | 1090 ps |
| Final worst setup slack | 535 ps |
| Count of instances resized after the clock tree is built | 0 |
| Post-route DRC | 0 |
| Number of max-cap violations | 0 |
| Total routing usage reported by global routing | 15.3% |
| Via count | 1278 |
| Post-synth tally of flip-flops with integrated enable | 72 |
| Number of antenna violations at the first check in global routing | 0 |
| Req. time, crit path | 2590 ps |
| Post-Layout Inst Area | 3380 um^2 |
| Number of standard-cell rows in the floorplan | 30 |
| Delay of the slowest critical-path stage | 570 ps |
| Initial standard-cell utilization of the core | 41.2% |
| Post-synthesis to final-layout area growth | 21.4% |
| Remaining global-route overflow | 0 |
| Total area of sequential cells | 2160 um^2 |
| Crit path capture type | flip-flop |
| Number of instances in the synthesized netlist | 124 |
| Via-per-instance ratio | 5.09 |
| Antenna violation net count after detailed routing | 0 |
| Register clock-pin slew on the reported worst setup and hold paths | 70 ps |
[synthesized netlist by cell type (2+ instances only)]
library cell	n	area, um^2
mux4_1	10	263
nand3_1	2	10.0
edfxtp_1	72	2160
mux4_2	4	90.1
nor3_1	2	10.0
buf_2	2	10.0
mux2_2	6	67.6
clkbuf_1	3	11.3
o21ai_0	2	10.0
nand2_1	3	11.3
nand3b_1	2	15.0
nand2b_1	2	12.5
mux2i_1	3	30.0
nor2_1	6	22.5
[per-stage QoR]
stage	std cells	total power, mW	utilization (%)	hold slack [ps]
after floorplan	124	1.46	-	599
final	251	2.35	50.1	753
after global routing	251	2.44	50.1	779
after CTS	251	2.38	50.1	761
after global placement	235	1.52	47.3	719
after detailed placement	235	1.53	47.3	721
[cells in the final DEF (no fill, tap or decap), drive strengths merged]
| master | synthesis | final |
|---|---|---|
| edfxtp | 72 | 72 |
| clkdlybuf4s50 | 0 | 21 |
| buf | 4 | 17 |
| mux4 | 14 | 14 |
| clkbuf | 3 | 9 |
| mux2 | 7 | 7 |
| nor2 | 6 | 6 |
| clkinv | 0 | 6 |
| mux2i | 3 | 3 |
| nand2 | 3 | 3 |
| nand3 | 2 | 2 |
| o21ai | 2 | 2 |
| nand3b | 2 | 2 |
| nand2b | 2 | 2 |
| nor3 | 2 | 2 |
| o311ai | 1 | 1 |
| nor2b | 1 | 1 |
| bufinv | 0 | 1 |
[power breakdown]
| part | internal, mW | switching, mW | leakage [nW] | total [mW] |
|---|---|---|---|---|
| combinational | 0.0772 | 0.0590 | 0.392 | 0.136 |
| sequential | 1.36 | 0.00525 | 0.654 | 1.36 |
| clock | 0.451 | 0.399 | 0.100 | 0.850 |
[cell type report]
type | count | area share (%)
repair buffers | 38 | 10.7
flip-flops and latches | 72 | 63.9
clock inverters | 7 | 1.85
well taps | 80 | 2.96
clock buffers | 9 | 3.66
multi-input cells | 45 | 16.9
[worst max-delay path: cells and delay by family]
| kind | cells | cell delay, ps |
|---|---|---|
| buffers and inverters | 2 | 700 |
| multiplexers | 2 | 850 |
[worst min-delay path by stage]
stage	start	to	slack (ps)	cells after the start
final	mem[0][7]	rdata[7]	750	2
after global routing	mem[0][1]	rdata[1]	780	2
after CTS	mem[0][7]	rdata[7]	760	2
[per-layer routing]
layer	share of wire, %	vias to the layer above	global-route usage, %
met2	49	60	22.3
met3	11	9	10.7
met1	37	605	20.8
li1	-	604	-
met5	0	-	0
met4	2.5	0	2.88
[logic make-up (layout without fill, tap and decap cells)]
kind of cell | Yosys count | after routing | synth area share [%]
flip-flops | 72 | 72 | 77.6
multiplexers | 24 | 24 | 16.7
AND/OR/NAND/NOR | 18 | 18 | 3.14
buffers and inverters | 7 | 54 | 1.89
AND-OR/OR-AND | 3 | 3 | 0.674
[registers in the layout, summed over array words and instances, names as in the netlist]
signal  cells
mem        64
rdata       8
Power is estimated from default activity; no workload was simulated.
